==> flow/design.v <==
localparam bit_width = 8;
function [bit_width-1:0] tCAC(logic [bit_width-1:0] clock_frequency);
    unique case (clock_frequency)
        166    : tCAC = 3;
        133    : tCAC = 2;
        100    : tCAC = 2;
        default: tCAC = 2;
    endcase
endfunction
function [bit_width-1:0] tRCD(logic [bit_width-1:0] CAS_Latency);
    unique case (CAS_Latency)
        3      : tRCD = 3;
        2      : tRCD = 2;
        default: tRCD = 3;
    endcase
endfunction
function [bit_width-1:0] tRAC(logic [bit_width-1:0] CAS_Latency);
    unique case (CAS_Latency)
        3      : tRAC = 6;
        2      : tRAC = 4;
        default: tRAC = 6;
    endcase
endfunction
function [bit_width-1:0] tMRD();
    tMRD = 2;
endfunction
function [bit_width-1:0] tRC(logic [bit_width-1:0] CAS_Latency);
    unique case (CAS_Latency)
        3      : tRC = 10;
        2      : tRC = 7;
        default: tRC = 10;
    endcase
endfunction
function [bit_width-1:0] tRP(logic [bit_width-1:0] CAS_Latency);
    unique case (CAS_Latency)
        3      : tRP = 3;
        2      : tRP = 2;
        default: tRP = 3;
    endcase
endfunction
module auto_refresh_counter #(
    clock_frequency_mhz = 100,
    cycle_ns = 32_000_000
) (
    output logic request,
    input  logic response,
    input  logic clock, reset
);
logic response_posedge_edge;
edge_detect edge_detect_response (
    .clk ( clock ),
    .rst_n ( ~reset ),
    .data_in ( response ),
    .pos_edge ( response_posedge_edge )
);
logic [31:0] count;
always_ff @( posedge clock or posedge reset ) begin : auto_refresh_counter_ff
    if (reset) begin
        count <= 0;
        request <= 0;
    end else if (response_posedge_edge) begin
        count <= 0;
        request <= 0;
    end else begin
        if (count == (cycle_ns / clock_frequency_mhz) - 1) begin
            count <= 0;
            request <= 1;
        end else begin
            count <= count + 1;
        end
    end
end
endmodule
`timescale 1ns/1ns
module edge_detect (
   clk,
   rst_n,
   data_in,
   pos_edge,
   neg_edge 
   );
input      clk;
input      rst_n;
input      data_in;
output     pos_edge;
output     neg_edge;
reg        data_in_d1;
reg        data_in_d2; 
assign fail_pos_edge =  data_in & ~data_in_d1;
assign pos_edge =  data_in_d1 & ~data_in_d2;
assign neg_edge =  ~data_in_d1 & data_in_d2;
always@(posedge clk or negedge rst_n) 
begin
  if (!rst_n)
  begin
    data_in_d1 <=#1 1'b0;
    data_in_d2 <=#1 1'b0;
  end
  else 
  begin
    data_in_d1 <=#1 data_in;
    data_in_d2 <=#1 data_in_d1;   
  end
end
endmodule 
==> flow/run.sh <==
#!/bin/bash
# OpenROAD 26Q1-2900-gdf79404cd8, Yosys 0.63+post, stock flow scripts
make -C /OpenROAD-flow-scripts/flow DESIGN_CONFIG=/design/flow/config.mk WORK_HOME=/design/flow/orfs finish
==> flow/config.mk <==
export PLATFORM = sky130hd
export DESIGN_NAME = auto_refresh_counter
export DESIGN_NICKNAME = auto_refresh_counter
export VERILOG_FILES = /design/flow/design.v
export SDC_FILE = /design/flow/constraint.sdc
export NUM_CORES = 4
export LEC_CHECK = 1
export CORE_UTILIZATION = 40
==> flow/constraint.sdc <==
current_design auto_refresh_counter

set clk_period 6.2
set clk_io_pct 0.2

create_clock -name clk0 -period $clk_period [get_ports {clock}]

set non_clock_inputs [all_inputs -no_clocks]
set_input_delay [expr $clk_period * $clk_io_pct] -clock clk0 $non_clock_inputs
set_output_delay [expr $clk_period * $clk_io_pct] -clock clk0 [all_outputs]
==> Changelog: implementation <==
## Implementation

* Sequential power share at 0.571
* CP peak stage delay at 0.68 ns
* First-pass GRT wire length at 5620 µm
* Vias at 1270
* Clock share of power at 0.358
* Core area at 0.00412 mm²
* Final ANT Viol Nets at 0
* Sequential share of the synthesized area at 0.494
* Design Area, Final at 0.00191 mm²
* Tmin final at 2.39 ns
* Pwr dens at 230 mW/mm²
* Grt ovf at 0
* Vias in the first global route at 1180
* Setup TNS Final at 0 ns
* VDD IR max at 132 µV
* Yosys warning tally at 3
* Crit path depth at 6
* Die Size at 0.00470 mm²
* Number of enable flip-flop cells at 0
* Drt wl/cell at 13.6 µm
* Die Span X at 68.6 µm
* Setup violators final at 0
* Cycle use final at 0.386
* Initial antenna violation count at 0
* Worst path cell trace: ha_1 > nand2_2 > or4_4 > nor3_2 > or2_1 > nor2_1
* Comb pwr share at 0.071
* CTS Sinks at 35
* CTS clock-pin slew for the worst setup and hold paths at 0.07 ns
* R2r endpoint: count[9]$_DFF_PP0_
* Layout cell share with drive strength beyond 1 at 0.0851
* Die y size at 68.6 µm
* # Cells Yosys at 182
* PortBufs at 3
* Fillers at 389
* RSZ-0062 raised after global routing: false
* Hold_buf cts at 0
* Sw Ratio at 0.252
* FF-to-FF setup slack at 3.81 ns
* Worst-path maximum fanout at 23
* Final Hold Fails at 0
* H-tree depth at 2
* Clock Latency Late Sink at 0.28 ns
* TritonCTS clock tree: built
* Routed WL at 3230 µm
* Dpl cell area at 0.00182 mm²
* FP Rows at 23
* CTS Root Cell: clkbuf_8
* Final Slew Violations at 0
* CP top delay family: simple AND/OR/NAND/NOR gates
* Clock Tree Buf Depth at 2
* ANT cells at 0
* Status: complete, no violations
* Post-CTS Setup Repair Bufs at 0
* Max-Cap Viols at 0
* Core Density at Floorplan at 0.431
* Primary FF master, synth: dfrtp_1
* Synth flops at 35
* First-iteration detailed-routing DRC count at 53
* Fin util at 0.463
* Net switching power at 110 µW
* Slowest stage cell, crit path: or2_1
* Final HPWL DP at 2200 µm
* Critical path capture point type: register
* Largest net degree at the start of global routing at 36
* Syn-to-layout area delta at 7.56%
* CTS resizes at 0
* I/O Pins at 4
* Clock skew at 0.00281 ns
* RR Startpoint: count[0]$_DFF_PP0_
* RePlAce Congestion at 0.914
* Gr usage total at 0.166
* Maximum operating frequency at 418 MHz
* Worst Setup SP: count[0]$_DFF_PP0_
* Synth Cell Area at 0.00177 mm²
* Drt via density at 5.34
* WP data required at 6.33 ns
* CP Launch Type: register
* Post-Syn Area per Cell at 9.73 µm²
* Hold Path Class: register to register
* Measured slew at the worst slew-check pin at 0.837 ns
* Crit path capture: count[9]$_DFF_PP0_
* Slew Limit Headroom at 0.442
* Synth cell types at 31
* Arrival time worst endpoint at 2.52 ns
* Worst Reg-to-Reg Cells at 6
* Yosys Chip Area at 0.00177 mm²
* Post-Synthesis Cells at 182
* Leak at 0.795 nW
* Async SR Flop Fraction at 1.00
* Drt drc at 0
* CTS Buf Count at 5
* Internal at 328 µW
* Buffers & Inverters on Critical Path at 0
* Pre-antenna DRT Iters at 4
* Crit Path Category: register to register
* Minimum hold slack at 0.376 ns
* Tally of OpenROAD warnings at 25
registers in the layout, indices dropped and copies added (netlist names):
| register | flops |
|---|---|
| edge_detect_response.data_in_d1 | 1 |
| edge_detect_response.data_in_d2 | 1 |
| count | 32 |
| request | 1 |
power by group through the flow:
stage         combinational [mW]  clock (mW)  sequential (mW)
CTS                       0.0316       0.161            0.250
global route              0.0358       0.171            0.252
finish                    0.0310       0.157            0.250
final cells by class:
type | count | area, µm² | area share
Timing Repair Buffer | 5 | 45.0 | 0.0236
Clock buffer | 5 | 68.8 | 0.0361
Multi-Input combinational cell | 137 | 827 | 0.434
Clock inverter | 3 | 15.0 | 0.00788
Sequential cell | 35 | 876 | 0.460
Tap cell | 50 | 62.6 | 0.0328
Inverter | 3 | 11.3 | 0.00591
per-layer routing:
metal | up-vias | GRT usage | wire length (µm)
li1 | 642 | - | -
met2 | 7 | 0.238 | 1360
met3 | 4 | 0.0350 | 71
met1 | 617 | 0.275 | 1770
met5 | - | 0 | 0
met4 | 0 | 0.0182 | 30
cells in the mapped netlist (2+ instances only):
cell type  count  area [µm²]
and2_1         2        12.5
nand2_1       10        37.5
buf_8          2        30.0
o21ai_0        3        15.0
clkbuf_1       3        11.3
xor2_1        16         140
nand4_1       12        75.1
xnor2_1       10        87.6
nor4_1         4        25.0
nor3_1         7        35.0
and4_1         3        26.3
or3_1          5        31.3
nor2_1        33         124
and3_1         4        25.0
nand3_1       10        50.1
inv_1          3        11.3
a21oi_1        5        25.0
dfrtp_1       35         876
nor2b_1        2        12.5
nor4_2         2        25.0
worst min-delay path by stage:
stage                                                      from                                        end  slack (ns)  depth (start not counted)
after global routing  edge_detect_response.data_in_d1$_DFF_PP0_  edge_detect_response.data_in_d2$_DFF_PP0_        0.39                          0
after CTS             edge_detect_response.data_in_d1$_DFF_PP0_  edge_detect_response.data_in_d2$_DFF_PP0_        0.38                          0
final                 edge_detect_response.data_in_d1$_DFF_PP0_  edge_detect_response.data_in_d2$_DFF_PP0_        0.38                          0
cell usage in the layout (no fill, tap or decap), types with 3 or more instances in the layout:
cell and count:
nand4_1 12, clkdlybuf4s50_1 3, nand2_1 10, inv_1 3, xnor2_1 10, nand3_1 10, a21oi_1 5, or3_1 5
nor4_1 4, dfrtp_1 35, clkinv_2 3, xor2_1 16, clkbuf_8 5, and3_1 4, and4_1 3, nor3_1 7
nor2_1 33, o21ai_0 3
metrics by stage:
step	power (mW)	worst slack (ns)	instances
2_1_floorplan	0.280	4.18	182
3_3_place_gp	0.285	3.92	230
3_5_place_dp	0.286	3.80	230
4_1_cts	0.443	3.81	238
5_1_grt	0.459	3.58	238
6_report	0.438	3.81	238
kinds of logic (layout without fill, tap and decap cells):
group / after synthesis / in the layout / share of synthesized area
DFF: 35 / 35 / 0.494
and+or+nand+nor: 100 / 100 / 0.300
buffers and inverters: 10 / 16 / 0.0388
xor gates and xnor gates: 26 / 26 / 0.129
adders and majority gates: 1 / 1 / 0.00706
AOI/OAI and AO/OA: 10 / 10 / 0.0311
worst register-to-register path, stage by stage, from the launching register on:
cell and delay (ns):
dfrtp_1 0.38, ha_1 0.24, nand2_2 0.13, or4_4 0.55, nor3_2 0.14, or2_1 0.68, nor2_1 0.13
Power figures rest on the tool's default switching activity, not on a simulated workload.
